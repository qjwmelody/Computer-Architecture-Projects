$ cat ./run.sh
#!/bin/bash
# OpenROAD 26Q1-2900-gdf79404cd8, Yosys 0.63+post, stock flow scripts
make -C /OpenROAD-flow-scripts/flow DESIGN_CONFIG=/design/flow/config.mk WORK_HOME=/design/flow/orfs finish
$ cat ./config.mk
export PLATFORM = sky130hd
export DESIGN_NAME = ALU
export DESIGN_NICKNAME = ALU
export VERILOG_FILES = /design/flow/design.v
export SDC_FILE = /design/flow/constraint.sdc
export NUM_CORES = 4
export LEC_CHECK = 1
export CORE_AREA = 10 10 70 70
export DIE_AREA = 0 0 80 80
$ cat ./constraint.sdc
current_design ALU

set clk_period 2.4
set clk_io_pct 0.2

create_clock -name clk0 -period $clk_period

set non_clock_inputs [all_inputs -no_clocks]
set_input_delay [expr $clk_period * $clk_io_pct] -clock clk0 $non_clock_inputs
set_output_delay [expr $clk_period * $clk_io_pct] -clock clk0 [all_outputs]
$ cat ./design.v
`timescale 1ns / 1ps
module ALU(
    input [3:0] A,
    input [3:0] B,
    input Cin,
    input [1:0] S,
    input M,
    output reg [3:0] F,
    output reg Cn
    );
    always @(A,B,Cin,M,S)
    begin
        if(~M)
           begin 
                Cn=1'b0;
                case(S)
                    2'b00:F=~A;
                    2'b01:F=A&B;
                    2'b10:F=A|B;
                    2'b11:F=A^B;
                endcase
            end
        else
            if(S==2'b00)
            begin
            if(Cin==0)
               {Cn,F}=A+B;
            else
               {Cn,F}=A+B+1;
            end
            else if(S==2'b01)
            begin
            if(Cin==0)
               {Cn,F}=A-B;
            else
               {Cn,F}=A-B-1;
            end
            else
               {Cn,F}=5'b00000;
    end
endmodule
==> qor.yml <==
hold_path_class: "input port to output port"
fp.dieH_um: 80
synth.top_cell.area_share_pct: 23.6
yosysTopAreaCell: "ha_1"
required_ps: 1920
hold_buffers: 0
switching_share_pct: 40.5
flop_area_um2: 0
ir_worst_vdd_mv: 0.0560
pwr-share-clk_pct: 0
slew_headroom_pct: 82.0
final_cells: 178
antenna_found_initial: 0
failed_checks: "negative setup slack"
fp_util_pct: 20.1
dr.pass1.iters: 5
grt_pass1_wl_mm: 3.35
finalClockPeriodUsage_pct: 106
drt_iter0_drc: 16
power.density_nw_per_um2: 181
clock_buffers: 0
synth_warnings: 1
finalWirelength_mm: 1.98
grt_use_total_pct: 6.14
ys_types: 32
yosys_cells: 82
cap_violations: 0
pwr-share-seq_pct: 0
critPathKind: "input port to output port"
gp_congestion: 0.871
syn_to_final_growth_pct: 101
worst-path-buf-inv: 3
grt_pass1_vias: 774
intPower_w: 0.000150
die_x_um: 80
tightest_slew_ps: 268
dp_cells: 172
dr.max_layer_used: "met3"
comb_power_share_pct: 100.0
slowest_delay_ps: 480
coreArea_um2: 3420
dr_wl_met3_um: 83
syn_avg_cell_area_um2: 8.39
dp_hpwl_mm: 1.56
hold_viol: 0
routed_via_density: 4.28
final_layout_size_suffix_gt1_share_pct: 65.9
portBuffers: 17
wl_per_cell_um: 11.1
cpMaxStageDelayCell: "mux4_2"
num_vias: 762
grt-ovfl-total: 0
crit_family: "adder cells"
tool_warnings: 43
drv_slew: 0
p_sw_w: 0.000102
die_area_um2: 6400
netlist_instances: 82
endpoint_kind: "output port"
top_cells_by_count: "inv_1 (16), ha_1 (13), nand2_1 (6)"
synth-area-yosys_um2: 688
start_kind: "input port"
rsz0062_at_grt: "true"
antennaDiodeCount: 0
final_util_pct: 40.6
flops: 0
crit_arrival_ps: 2070
clock.fmax_mhz: 393
cp_cell_sequence: "buf_12 -> inv_6 -> ha_4 -> fa_2 -> mux4_2 -> xnor2_1 -> o31ai_1 -> buf_2"
power.leakage_nw: 0.621
wl_met2_um: 909
wl_met1_um: 983
synth_seq_share_pct: 0
rows: 21
pin_count: 17
pre_cts_ws_ps: -1160
ys_top_cells_by_area: "ha_1 (24%), mux4_2 (13%), fa_1 (12%)"
status: "finished with violations"
synth_dominant_cell_count: "inv_1"
setup_viol: 3
layout_min_cycle_time_ps: 2550
grt_max_degree: 9
netlist_area_um2: 688
drc: 0
setup_ws_ps: -147
cp_max_fo: 3
ant_nets: 0
==> metal layers <==
metal  up-vias  track usage, %
li1        381               -
met1       364            8.58
met2        17            9.95
met3         0            1.48
met4         0               0
met5         -               0
==> timing repair <==
action | in CTS | in global routing
endpoints found under the setup margin | 5 | 5
setup buffers | 4 | 2
hold endpoints to repair | 0 | 0
gates resized | 74 | 24
pin swaps | 11 | 11
==> layout make-up <==
| cell class | instances | area [um^2] |
|---|---|---|
| inverters | 16 | 72.6 |
| well taps | 46 | 57.6 |
| multi-input cells | 62 | 787 |
| fillers | 319 | 2030 |
| repair buffers | 54 | 469 |
==> cells by family (layout without fill, tap and decap cells) <==
logic type,after synthesis,in the layout,share of synthesized area [%]
simple gates,19,19,15.5
fa+ha+maj,17,17,35.3
xor+xnor,2,2,2.55
mux,6,6,16.0
buf+inv,20,70,11.6
compound gates,18,18,19.1
==> worst paths after layout <==
| kind | start | endpoint | slack (ps) | depth (start not counted) |
|---|---|---|---|---|
| worst max-delay path | B[0] | F[2] | -150 | 8 |
| worst min-delay path | B[2] | F[2] | 1580 | 7 |
==> cell usage in the layout, fill, tap and decap left out, drive strengths merged, types with 2 or more instances in the layout <==
cell type and n:
buf 45, inv 15, ha 13, nand2 6, mux4 4, o21ai 4
fa 4, nand2b 4, clkdlybuf4s15 3, xnor2 2, o211ai 2, mux2i 2
or2 2, a211oi 2, clkdlybuf4s50 2, dlymetal6s2s 2, a31oi 2
==> power by group through the flow <==
stage	clock network (W)	logic, W	registers (W)
global route	0	0.000280	0
CTS	0	0.000231	0
finish	0	0.000251	0
==> metrics by stage <==
step           setup TNS (ps)  cell area (um^2)  total power (W)  hold WS (ps)
2_1_floorplan               0               688        0.0000996          1030
3_3_place_gp            -4410              1130         0.000204          2110
3_5_place_dp            -4520              1130         0.000207          2100
4_1_cts                  -535              1290         0.000231          1590
5_1_grt                  -766              1390         0.000280          1610
6_report                 -360              1390         0.000251          1580
No activity file was given, so power comes from the tool's default toggle rates.
