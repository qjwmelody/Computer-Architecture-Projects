`/design/flow/design.v`:
```
`timescale 1ns / 1ps
module clkdiv(
    input CLK100MHZ,
    output clk1_4hz
    );
    reg [27:0]q;
    always@(posedge CLK100MHZ)
         q<=q+1;
    assign clk1_4hz=q[24];         
endmodule
`timescale 1ns / 1ps
module mySystem(
    input CLK100MHZ,
    input [14:0] SW,
    input RESET,
    output reg [15:0] LED
    );
    wire clk1_4hz;
    clkdiv U0(CLK100MHZ,clk1_4hz);
    wire [3:0] y2o,yout,q1,q2,q3,q4;
    always @(posedge clk1_4hz)
    begin
        if(RESET)
            LED=16'b0000_0000_0000_0000;
        else 
        begin
            LED[3:0]=q2;
            LED[7:4]=q3;
            LED[11:8]=q1;
            LED[15:12]=q4;
        end
    end
    reg377 U1(clk1_4hz,SW[7],y2o,q1);
    reg377 U2(clk1_4hz,SW[6],yout,q2);
    reg377 U3(clk1_4hz,SW[5],yout,q3);
    ram2 U4(clk1_4hz,SW[0],SW[4:1],yout,q4);
    sel2_1 U5(SW[12],SW[11:8],yout,y2o);
    sel4_1 U6(SW[14:13],q1,q2,q3,q4,yout);
endmodule
`timescale 1ns / 1ps
module ram2(
    input clk,
    input wen,
    input [3:0] addr,
    input [3:0] din,
    output [3:0] qout
    );
    reg[3:0]ram[0:15];
    always@(posedge clk)
      if(wen)
        ram[addr]<=din;
      assign qout=ram[addr];  
endmodule
`timescale 1ns / 1ps
module reg377(
    input clk,
    input en,
    input [3:0] d,
    output reg [3:0] q
    );
    always @(posedge clk)
    begin
        if(en==0)
            q<=q;
        else
            q<=d;
    end
endmodule
`timescale 1ns / 1ps
module sel2_1(
    input sel,
    input [3:0] a,
    input [3:0] b,
    output reg [3:0] y
    );
    always @(sel,a,b)
    begin
        if(sel==1)
            y=a;
        else
            y=b;
    end
endmodule
`timescale 1ns / 1ps
module sel4_1(
    input [1:0] sel,
    input [3:0] a,
    input [3:0] b,
    input [3:0] c,
    input [3:0] d,
    output reg [3:0] y
    );
    always @(sel,a,b,c,d)
    begin
        case(sel)
            2'b00:y=a;
            2'b01:y=b;
            2'b10:y=c;
            2'b11:y=d;
            default:y=4'bx;
        endcase
    end
endmodule
```
`/design/flow/run.sh`:
```
#!/bin/bash
# OpenROAD 26Q1-2900-gdf79404cd8, Yosys 0.63+post, stock flow scripts
make -C /OpenROAD-flow-scripts/flow DESIGN_CONFIG=/design/flow/config.mk WORK_HOME=/design/flow/orfs finish
```
`/design/flow/config.mk`:
```
export PLATFORM = sky130hd
export DESIGN_NAME = mySystem
export DESIGN_NICKNAME = mySystem
export VERILOG_FILES = /design/flow/design.v
export SDC_FILE = /design/flow/constraint.sdc
export NUM_CORES = 4
export LEC_CHECK = 1
export CORE_UTILIZATION = 50
```
`/design/flow/constraint.sdc`:
```
current_design mySystem

set clk_period 3.6
set clk_io_pct 0.2

create_clock -name clk0 -period $clk_period [get_ports {CLK100MHZ}]

set non_clock_inputs [all_inputs -no_clocks]
set_input_delay [expr $clk_period * $clk_io_pct] -clock clk0 $non_clock_inputs
set_output_delay [expr $clk_period * $clk_io_pct] -clock clk0 [all_outputs]
```
==> impl_metrics.json <==
{
  "status": "finished, final reports clean",
  "maxSlewViolCount": 0,
  "rr_worst_depth": 5,
  "netlist-cell-type-count": 36,
  "viasPerCell": 5.54,
  "die_height_um": 98,
  "core-area_um2": 8810,
  "drc_errors": 0,
  "drt-pass1-iter-count": 20,
  "r2r_slack_ps": 1740,
  "clock_skew_ps": 2.34,
  "grt_pass1_wl_mm": 13.2,
  "syn_area_per_cell_um2": 13.8,
  "instances_no_fill": 469,
  "drt-total-wl_mm": 8.01,
  "max_freq_mhz": 537,
  "cts-htree-levels": 1,
  "timing.rr.end": "U0.q[24]",
  "min-delay-path-class": "register to register",
  "finalInstanceArea_um2": 5070,
  "n_fill_cell": 691,
  "num_vias": 2598,
  "syn-cell-area_um2": 4610,
  "ctsHoldBuffers": 0,
  "grt_remaining_overflow": 0,
  "setup_viol_count_final": 0,
  "ios": 33,
  "drive_above_1_share_pct": 5.54,
  "portBuffers": 32,
  "grt_use_total_pct": 19.2,
  "drtIter0Drc": 168,
  "min_from": "U0.q[0]",
  "postRouteAntennaNets": 0,
  "crit_path_end_kind": "register",
  "critPathMaxFanout": 6,
  "root_buffer": "clkbuf_8",
  "setup_tns_ps": 0,
  "p_leak_nw": 1.69,
  "gp_congestion": 0.805,
  "untimed_endpoints": 184,
  "worst_slew_pin_slew_ps": 804,
  "wl_per_cell_um": 17.1,
  "area_growth_pct": 9.96,
  "numSynthFlops": 117,
  "post-route-period-util_pct": 51.7,
  "dp.cells": 465,
  "cp-start-kind": "register",
  "critPathKind": "register to register",
  "cts_setup_buffers": 0,
  "p_per_area_nw_per_um2": 119,
  "clk_path_buf_depth": 2,
  "netlist_instances": 335,
  "post_dp_cell_area_um2": 5020,
  "insertion_delay_ps": 260,
  "unclocked_regs": 92,
  "num_antenna_cells": 0,
  "floorplan.core_util_pct": 52.3,
  "cts_buffers": 3,
  "lay_top_count": "edfxtp_1",
  "grt_pass1_vias": 2612,
  "cts_tree": "built",
  "synth_top_flop_cell": "edfxtp_1",
  "rr_startpoint": "U0.q[0]",
  "max-cap-violations": 0,
  "postCtsResizedCells": 0,
  "edf_count": 76,
  "ir_drop_uv": 326,
  "die-area_um2": 9600,
  "grt_max_degree": 93,
  "timing.critical_path.to": "U0.q[24]",
  "yosys_area_um2": 4610,
  "period_minus_slack_ps": 1860,
  "ys_warn_count": 6,
  "rows": 34,
  "ys_cells": 335,
  "finalHoldViolations": 0,
  "place_hpwl_mm": 5.66,
  "warnings": 25,
  "postSynthSeqShare_pct": 67.3,
  "antenna_found_initial": 0,
  "critPathLaunch": "U0.q[0]",
  "worstPathArrival_ps": 2020,
  "die_w_um": 98,
  "async_reset_ff_share_pct": 0,
  "maxSlewHeadroom_pct": 46.3,
  "cp.required_ps": 3750,
  "rsz0062_at_grt": "false",
  "clk_pin_slew_worst_paths_ps": 80,
  "final_layout_top_logic_cells": "edfxtp_1, dfxtp_1, clkdlybuf4s50_1"
}
[state kept, by name, summed over array words and instances, names as in the netlist]
register and cells:
U0.q 25, LED 16, U3.q 4, U1.q 4
U4.ram 64, U2.q 4
[per-layer routing]
metal | global-route usage [%] | vias up | part of all wire (%)
li1 | - | 1280 | -
met1 | 33.3 | 1233 | 48
met2 | 27.9 | 83 | 45
met3 | 5.96 | 2 | 7.1
met4 | 1.05 | 0 | 0.26
met5 | 0 | - | 0
[critical path, stage by stage (launching register included)]
cell	delay [ps]
dfxtp_1	370
ha_1	210
nand4_1	200
nor4_2	580
nand4_1	220
xnor2_1	170
[area by class of cell]
class | instances | area [um^2] | area share, %
multi-input combinational | 198 | 1410 | 27.8
sequential | 117 | 3100 | 61.3
timing repair buffer | 36 | 350 | 6.91
tap | 108 | 135 | 2.67
inverter | 6 | 22.5 | 0.444
clock buffer | 4 | 45.0 | 0.889
[where the power goes]
group          switching [W]  internal (W)
clock              0.0000800     0.0000789
sequential                 0      0.000307
combinational      0.0000873     0.0000522
total               0.000167      0.000438
[synth_stat cells, types with 2 or more instances]
| library cell | n | area, um^2 |
|---|---|---|
| mux4_1 | 2 | 52.6 |
| a22oi_1 | 9 | 67.6 |
| xnor2_1 | 19 | 166 |
| xor2_1 | 4 | 35.0 |
| nand3_1 | 17 | 85.1 |
| mux2_2 | 4 | 45.0 |
| mux2i_1 | 22 | 220 |
| a32oi_1 | 3 | 26.3 |
| nand2b_1 | 3 | 18.8 |
| mux4_2 | 4 | 90.1 |
| and2_1 | 3 | 18.8 |
| nand2_1 | 18 | 67.6 |
| nor2b_1 | 19 | 119 |
| nor3_1 | 5 | 25.0 |
| nand3b_1 | 6 | 45.0 |
| buf_2 | 4 | 20.0 |
| buf_4 | 2 | 15.0 |
| edfxtp_1 | 76 | 2280 |
| a21oi_1 | 11 | 55.1 |
| and3_1 | 6 | 37.5 |
| dfxtp_1 | 41 | 821 |
| inv_1 | 6 | 22.5 |
| nor2_1 | 24 | 90.1 |
| nand4_1 | 9 | 56.3 |
| clkbuf_1 | 5 | 18.8 |
| a31oi_1 | 2 | 12.5 |
| buf_1 | 2 | 7.51 |
[cell families after synthesis]
family / share of synthesized area, %
compound gates: 4.07
xor+xnor: 4.37
fa+ha+maj: 0.271
buf+inv: 2.06
flops: 67.3
mux: 8.85
simple gates: 13.0
[worst min path at each step]
stage | cells past startpoint | end
final | 1 | U0.q[0]
after global routing | 1 | U0.q[0]
after CTS | 1 | U0.q[0]
[metrics by stage]
| stage | hold slack (ps) | util, % | total power, W | setup slack [ps] |
|---|---|---|---|---|
| final | 417 | 57.5 | 0.000605 | 1740 |
| after global placement | 391 | 57.0 | 0.000453 | 1850 |
| after detailed placement | 401 | 57.0 | 0.000454 | 1730 |
| after CTS | 421 | 57.5 | 0.000614 | 1720 |
| after floorplan | 383 | - | 0.000400 | 1890 |
| after global routing | 453 | 57.5 | 0.000644 | 1510 |
No activity file was given, so power comes from the tool's default toggle rates.
